File: config.mk
export PLATFORM = sky130hd
export DESIGN_NAME = testChange
export DESIGN_NICKNAME = testChange
export VERILOG_FILES = /design/flow/design.v
export SDC_FILE = /design/flow/constraint.sdc
export NUM_CORES = 4
export LEC_CHECK = 1
export CORE_AREA = 10 10 70 70
export DIE_AREA = 0 0 80 80
File: constraint.sdc
current_design testChange

set clk_period 2.9
set clk_io_pct 0.2

create_clock -name clk0 -period $clk_period [get_ports {Clock}]

set non_clock_inputs [all_inputs -no_clocks]
set_input_delay [expr $clk_period * $clk_io_pct] -clock clk0 $non_clock_inputs
set_output_delay [expr $clk_period * $clk_io_pct] -clock clk0 [all_outputs]
File: design.v
module testChange(X, Clock, Resetn, Enter, Change, Alarm, New, Open);
input Clock, Resetn, Enter, Change;
input [3:0] X;
output Alarm, New, Open;
wire w;
reg [2:0] y, Y;
reg [3:0] currentCombo = 4'b0110;
reg [3:0] newCombo =  4'b0110;
assign w = (X == currentCombo);
parameter initial_stage = 3'b000, attempt1 = 3'b001, attempt2 = 3'b010, match = 3'b011, change_combo = 3'b100;
always @(Enter, Change, y, w)
begin
	case (y)
		initial_stage: if (Change == 1 & w == 0) Y = attempt1;
							else Y = initial_stage;
		attempt1: if (Change == 1 & w == 0) Y = attempt2;
					else Y = attempt1;
		attempt2: Y = attempt2;
		change_combo: if (Enter == 1 | Change == 1)
						  begin
									newCombo = X;
									Y = initial_stage;
						  end
						  else Y = change_combo;
		default: Y = 3'bxxx;	
	endcase
end
always @(posedge Clock, negedge Resetn)
begin
	if (Resetn == 0)
	begin
		currentCombo <= 4'b0110;
		y <= initial_stage;
	end
	else
	begin
		y <= Y;
		currentCombo <= newCombo;
	end
end
	assign Alarm = (y == attempt2);
	assign New = (y == change_combo);
endmodule
File: run.sh
#!/bin/bash
# OpenROAD 26Q1-2900-gdf79404cd8, Yosys 0.63+post, stock flow scripts
make -C /OpenROAD-flow-scripts/flow DESIGN_CONFIG=/design/flow/config.mk WORK_HOME=/design/flow/orfs finish
==> Changelog: implementation <==
### Implementation results

* Number of core rows at 21
* Tool warning count at 25
* Top-count cell post-synth: dfrtp_1
* Outcome: finished clean
* H-tree level count at 1
* Final min period at 1.82 ns
* Synth top area share at 34.6%
* Vias/cell at 2.63
* Die H at 80 µm
* DRT Pass-1 Iters at 2
* CTS Buf Count at 3
* Largest net degree at the start of global routing at 9
* Total track usage at 2.48%
* Tot Pwr at 243 µW
* Crit share post-route at 62.9%
* Iter 0 DRT Violations at 32
* Share of cells above drive strength 1 at 16.2%
* Max cap viols at 0
* DRT Wirelength at 716 µm
* Clock tree buffer depth at 2
* Largest cells by area: dfrtp_1 (35%), dfstp_2 (22%), dlxtn_1 (17%)
* Detailed-route DRC error count at 0
* N_diodes at 0
* Yosys Instances at 25
* Fin Setup TNS at 0 ns
* Reg2Reg Setup Slack at 1.41 ns
* Max-slew violation count at 0
* Yosys chip area at 362 µm²
* Area leader, netlist: dfrtp_1
* Fmax at 548 MHz
* Power Density at 461 nW/µm²
* Hold Path Depth at 1
* Initial antenna violation count at 0
* Crit-path max cell delay at 0.47 ns
* Port Buf Inserts at 9
* CP delay by family, top: AND-OR/OR-AND gates
* Flops & latches, synth at 12
* RePlAce Congestion at 0.628
* Fillers at 390
* ANT nets after route at 0
* Critical path fanouts, max at 3
* CP required at 3.03 ns
* P&R area growth vs syn at 46.0%
* Mean Syn Cell Area at 14.5 µm²
* Endpoints failing setup at 0
* Critical Path Stages at 4
* Worst hold path class: flop to flop
* Crit-path slowest cell: o41a_1
* Warnings from Yosys at 2
* Synth Cell Area at 362 µm²
* # IOs at 11
* Drt wl/cell at 8.63 µm
* XOR/XNOR Fraction of Synth Area at 9.69%
* Crit path cell chain: clkdlybuf4s50_1, xor2_1, o41a_1, mux2_1
* AO/OA Area Share at 7.96%
* RSZ-0062 raised after global routing: false
* Clk latency of the worst-skew pair at 0.25 ns
* Critical path data arrival time at 1.96 ns
* Register pins left without a clock at 4
* Top cells by count: dfrtp_1 (5), dlxtn_1 (4), xor2_1 (4)
* Die Width at 80 µm
* Vias in the first global route at 244
* Critical path type: input port to flop
* Grt ovf at 0
* Flip-flops with a built-in enable at 0
* Crit. End Element: flop
* Post-CTS Setup Bufs at 0
* MUX share of area at 3.11%
* Clk slew on worst S/H paths at 0.05 ns
* Endpoints left unconstrained at 8
* VDD IR max at 0.0000902 V
* Post-CTS resize count at 0
* And+or+nand+nor area frac at 2.08%
* Adder share at 0%
* Chip area at 6400 µm²
* Pleak at 0.217 nW
* Core area at 3420 µm²
* Total number of vias at 218
* Worst R2R Path Depth at 3
* Worst Path Buf+Inv at 1
* Final Hold Fails at 0
* Netlist cell types at 12
* CP Launch Type: input port
* Hold Buf Count CTS at 0
* Dominant comb cell: XOR/XNOR gates
* Post-Syn Instances at 25
* Global-route wire length before repair at 1150 µm
* Main synth FF type: dfrtp_1
* Post-synth ARST share at 66.7%
* CTS tree: yes
* Clk_skew at 0.00220 ns
* Clock root cell: clkbuf_4
* Pre-Place Util at 10.6%
-- layout by cell type, fill, tap and decap left out --
master / n
inv_1: 1
conb_1: 1
nor3b_1: 1
mux2_1: 1
dfrtp_1: 5
a21o_1: 1
dlxtn_1: 4
clkbuf_4: 3
clkdlybuf4s50_1: 9
dfstp_2: 3
clkbuf_1: 1
o21ai_0: 2
o41a_1: 1
xor2_1: 4
-- worst reg2reg max path, delay by kind of cell, from the launching register on --
| kind | cells | cell delay [ns] |
|---|---|---|
| DFF | 1 | 0.52 |
| AOI/OAI and AO/OA | 1 | 0.47 |
| muxes | 1 | 0.32 |
| xor gates and xnor gates | 1 | 0.06 |
-- worst paths after layout --
path | from | end
worst max-delay path | X[1] | flop
worst min-delay path | y[2] | y[2]
worst max register to register | currentCombo[1] | flop
worst min register to register | y[2] | y[2]
max in group asynchronous | Resetn | y[0]
min in group asynchronous | Resetn | currentCombo[0]
-- flip-flops by register name, indices dropped and copies added (netlist names), named ones only --
| signal | flops |
|---|---|
| currentCombo | 4 |
| newCombo | 4 |
| y | 3 |
-- stage by stage --
step           cell area, µm²  hold slack [ns]  util, %  worst slack [ns]  std cells
3_5_place_dp              502            0.453     14.7             0.807         79
4_1_cts                   528            0.477     15.5              1.07         83
3_3_place_gp              502            0.454     14.7             0.824         79
2_1_floorplan             362            0.284        -              1.32         25
5_1_grt                   528            0.501     15.5              1.03         83
6_report                  528            0.463     15.5              1.08         83
-- layer usage --
| metal | part of all wire, % | vias up | global-route usage [%] | wire, µm |
|---|---|---|---|---|
| met4 | 1.4 | 0 | 0.528 | 10 |
| met5 | 0 | - | 0 | 0 |
| li1 | - | 103 | - | - |
| met1 | 41 | 102 | 2.60 | 291 |
| met3 | 14 | 2 | 2.84 | 100 |
| met2 | 44 | 11 | 3.21 | 312 |
-- logic make-up after synthesis --
logic type | Yosys count
flops | 8
simple gates | 1
buf+inv | 2
xor+xnor | 4
latches | 4
other cells | 1
compound gates | 4
mux | 1
-- layout make-up --
| class | count | area [µm²] | share of cell area (%) |
|---|---|---|---|
| inverter | 1 | 3.75 | 0.711 |
| tap | 46 | 57.6 | 10.9 |
| clock buffer | 4 | 26.3 | 4.98 |
| timing repair buffer | 9 | 90.1 | 17.1 |
| sequential | 12 | 264 | 50.0 |
| multi-input combinational | 11 | 86.3 | 16.4 |
-- where the power goes --
group	switching, mW	total [mW]	internal (mW)	leakage [nW]
sequential	0.00345	0.126	0.122	0.127
combinational	0.00919	0.0272	0.0180	0.0744
clock	0.0375	0.0902	0.0526	0.0150
No activity file was given, so power comes from the tool's default toggle rates.
