`/design/flow/design.v`:
```
module Combination_Lock(Clock, Resetn, Enter, Change, Alarm, New, Open, isCorrect);
input Clock, Resetn, Enter, Change, isCorrect;
output Alarm, New, Open;
reg [2:0] y, Y;
parameter initial_stage = 3'b000, attempt1 = 3'b001, attempt2 = 3'b010, match = 3'b011, change_combo = 3'b100;
always @(y, Enter, Change, isCorrect)
begin
	case (y)
		initial_stage: if (isCorrect == 1 && Enter == 1) Y = match;
							else if ((Enter == 1 || Change == 1) && isCorrect == 0) Y = attempt1;
							else if (isCorrect == 1 && Change == 1) Y = change_combo;
							else Y = initial_stage;
		attempt1: 		if (isCorrect == 1 && Enter == 1) Y = match;
							else if (isCorrect == 1 && Change == 1) Y = change_combo;
							else if ((Enter == 1 || Change == 1) && isCorrect == 0) Y = attempt2;
							else Y = attempt1;
		attempt2: Y = attempt2;
		match: 			if (Enter == 1) Y = initial_stage;
							else Y = match;
		change_combo:  if (Enter == 1 || Change == 1) Y = initial_stage;
							else Y = change_combo;
		default: Y = 3'bxxx;	
	endcase
end
always @(posedge Clock, negedge Resetn)
begin
	if (Resetn == 0)
		y <= initial_stage;
	else
		y <= Y;
end
	assign Alarm = (y == attempt2);
	assign New = (y == change_combo);
	assign Open = (y == match);
endmodule
module comparator(inputX, combo, out);
input [3:0] inputX, combo;
output reg out;
always @(inputX, combo)
begin
	if (inputX == combo)
		out = 1;
	else
		out = 0;
end
endmodule
module hexDisp (in,leds);
input [2:0]in;
output reg [0:6]leds;
always @(in)
	case(in)
		0: leds = 7'b1111110;  
		1: leds = 7'b0000001;  
		2: leds = 7'b1101010;  
		4: leds = 7'b0001000;  
	default: leds = 7'b0000000;
	endcase
endmodule
module main(X, Clock, Resetn, Enter, Change, LEDS);
input Clock, Resetn, Enter, Change;
input [3:0] X;
wire Alarm, New, Open;
output [0:6] LEDS;
wire isCorrect, enter_pulse, change_pulse;
wire [2:0] out;
wire [3:0] combination;
register4 reg4(X, Clock, Resetn, New, combination);
comparator compare(X, combination, isCorrect);
pulseCircuit ePulse(Clock, Enter, enter_pulse);
pulseCircuit cPulse(Clock, Change, change_pulse);
Combination_Lock combo(Clock, Resetn, enter_pulse, change_pulse, Alarm, New, Open, isCorrect);
assign out[2] = Alarm;
assign out[1] = New;
assign out[0] = Open;
hexDisp seg7(out, LEDS);
endmodule
module pulseCircuit(Clock, A, A_Pulse);
input Clock, A;
output A_Pulse;
reg [2:1] y, Y;
parameter [2:1] initial_node = 2'b00, first_occur = 2'b01, nth_occur = 2'b10;
always @(A, y)
	case (y)
		initial_node: if (A) Y = first_occur;
						  else 	Y = initial_node;
		first_occur: if (A) 	Y = nth_occur;
						 else 	Y = initial_node;
		nth_occur: if (A) 	Y = nth_occur;
					  else 		Y = initial_node;
		default: Y = 2'bxx;
endcase
always @(posedge Clock)
	y <= Y;
assign A_Pulse = (y == first_occur);
endmodule
module register4(D, clock, reset, isNewCombo, Q);
input [3:0] D;
input clock, isNewCombo, reset;
output reg [3:0] Q;
always @(posedge clock, negedge reset)
begin
	if (reset == 0)
		Q <= 4'b0110;
	else if (isNewCombo == 1)
		Q <= D;
end
endmodule
```
`/design/flow/run.sh`:
```
#!/bin/bash
# OpenROAD 26Q1-2900-gdf79404cd8, Yosys 0.63+post, stock flow scripts
make -C /OpenROAD-flow-scripts/flow DESIGN_CONFIG=/design/flow/config.mk WORK_HOME=/design/flow/orfs finish
```
`/design/flow/config.mk`:
```
export PLATFORM = sky130hd
export DESIGN_NAME = main
export DESIGN_NICKNAME = main
export VERILOG_FILES = /design/flow/design.v
export SDC_FILE = /design/flow/constraint.sdc
export NUM_CORES = 4
export LEC_CHECK = 1
export CORE_AREA = 10 10 84 84
export DIE_AREA = 0 0 94 94
```
`/design/flow/constraint.sdc`:
```
current_design main

set clk_period 1.7
set clk_io_pct 0.2

create_clock -name clk0 -period $clk_period [get_ports {Clock}]

set non_clock_inputs [all_inputs -no_clocks]
set_input_delay [expr $clk_period * $clk_io_pct] -clock clk0 $non_clock_inputs
set_output_delay [expr $clk_period * $clk_io_pct] -clock clk0 [all_outputs]
```
==> run notes <==
fresh numbers from the pnr run: starting utilization of the core area=between 10% and 20%, maximum single-stage delay on the critical path=around 480 ps, Max rail drop VDD=roughly 360 uV, relative max-transition margin=roughly three quarters, Log Warnings=26, Tightest Pin Transition=between 400 and 500 ps, Crit path arrival time=about 1300 ps, synthesis-stage register bit count=13, average vias per placed instance=a little under 3, top cells by count, synth=sky130_fd_sc_hd__dfrtp_1 (6), sky130_fd_sc_hd__inv_1 (5), sky130_fd_sc_hd__dfxtp_1 (4), sky130_fd_sc_hd__mux2_2 (4), sky130_fd_sc_hd__xnor2_1 (4), Die X=94 um, Inserted Diodes=0, share of the yosys chip area belonging to registers=52.8%, clock net sink count=13, ys flop type=sky130_fd_sc_hd__dfrtp_1, startpoint type of the worst setup path=register, die height=94 um, Wirelength per Cell=8.26 um, hold bufs inserted after CTS=0, number of pins with negative max-slew slack in the final report=0, post-synthesis cell count=53, Layout Skew=a little under 4 ps, Warnings, synthesis=5, Top cells by area=sky130_fd_sc_hd__dfrtp_1 (26%), sky130_fd_sc_hd__dfxtp_1 (14%), sky130_fd_sc_hd__dfstp_2 (13%), sky130_fd_sc_hd__mux2_2 (7.7%), sky130_fd_sc_hd__xnor2_1 (6.0%), area growth from synthesis to layout=49.1%, CTS H-Tree Depth=1, EDFF count, synth=0, Mapped Avg Cell Area=roughly 11 um2, Max Root-Sink Buffers=2, Worst Path Max Fanout=4, max-cap violations=0, Reg2Reg Setup Slack=490 ps, cell chain of the critical path=nor2_2 > clkdlybuf4s50_1, most instantiated library cell after synthesis=sky130_fd_sc_hd__dfrtp_1, final period utilization=between 90% and 100%, clock tree from TritonCTS=yes, r2r startpoint=reg4.Q[2], vias in the first global route=~440, Critical Setup Path Class=reg2out, overall routing resource usage=2.79%, Dominant cell area share=between 20% and 30%, Ports=15, kind of path behind the tightest hold check=in2async, P per Cell Area=1410 mW/mm2, cell area after synthesis=about 590 um2, cell type with the highest aggregate area in the netlist=sky130_fd_sc_hd__dfrtp_1, count of final setup violators=0, FF-to-FF path depth=3, Worst Path Required=~1400 ps, placer congestion estimate=roughly 0.69, drt initial violations=35, detailed-route wire length=~1200 um, Placeable Area=between 0.005 and 0.006 mm2, antenna violations before repair=0, final total negative setup slack=0 ps, standard-cell rows=26, endpoints failing hold=0, number of standard cells reported by yosys=between 50 and 60, final global-route overflow total=0, die area=a little under 0.009 mm2, Tmin final=roughly 1600 ps, antenna violation net count after detailed routing=0, layout cell share with drive strength beyond 1=around 23%, vias after detailed routing=~420, drc violations=0, chip area in the Yosys report=between 500 and 600 um2, Distinct cells, synth=21, highest clock frequency the design can meet=between 600 and 700 MHz, # port buffers=14, Max stage delay cell, worst path=sky130_fd_sc_hd__clkdlybuf4s50_1, result of the run=finished, final reports clean, dpl hpwl=931 um, clk ins delay skew pair=around 240 ps, iteration count of the initial detailed-routing pass=3, fill cell total of the finished layout=slightly below 600, share of flip-flops with an asynchronous set or reset=a little under 70%, leakage power total=0.000378 uW, number of buffers added by the clock tree synthesis step=3, RSZ-0062 raised after global routing=false, crit end category=output port, global-route wire length before repair=1990 um, Root Buffer Master=sky130_fd_sc_hd__clkbuf_8, clock-pin slew reported for the worst setup and hold paths after clock tree synthesis=~50 ps, largest net degree at the start of global routing=10, Reg2Reg Capture Point=combo.y[3], Final Power=1230 uW
## registers in the layout (all words and copies together), names as in the netlist
register  count
reg4.Q        4
combo.y       5
cPulse.y      2
ePulse.y      2
## critical path: cells and delay by family (launching register included)
family / cells / cell delay (ps)
flops: 1 / 420
buf+inv: 1 / 480
simple gates: 1 / 150
## worst max-delay path by stage
stage           from      end  depth (start not counted)
6_report  combo.y[4]  LEDS[5]                          2
5_1_grt   combo.y[2]  LEDS[6]                          3
4_1_cts   combo.y[2]  LEDS[2]                          2
## layout by cell type, fill, tap and decap left out, types with 3 or more instances in the layout
master                            netlist  layout
sky130_fd_sc_hd__clkdlybuf4s50_1        0       9
sky130_fd_sc_hd__dfrtp_1                6       6
sky130_fd_sc_hd__inv_1                  5       5
sky130_fd_sc_hd__xnor2_1                4       4
sky130_fd_sc_hd__mux2_2                 4       4
sky130_fd_sc_hd__dfxtp_1                4       4
sky130_fd_sc_hd__buf_4                  3       4
sky130_fd_sc_hd__and2_1                 3       3
sky130_fd_sc_hd__clkbuf_8               0       3
sky130_fd_sc_hd__dfstp_2                3       3
sky130_fd_sc_hd__dlymetal6s2s_1         0       3
## final cells by class
type                       count  area (um2)  share of cell area [%]
sequential                    13         309                    35.4
multi-input combinational     31         238                    27.2
timing repair buffer          18         175                    20.1
tap                           70        87.6                    10.0
clock buffer                   4        45.0                    5.16
inverter                       5        18.8                    2.15
## metal layers
metal  global-route usage (%)  vias to the layer above  share of wire, %  routed length [um]
met5                        0                        -                 0                   0
met4                    0.506                        0               1.2                  14
met3                     1.78                        2                11                 130
met2                     4.32                       12                42                 490
met1                     3.22                      191                45                 528
li1                         -                      212                 -                   -
## power breakdown
part / internal [uW] / switching, uW / total (uW)
combinational: 243 / 184 / 427
clock: 165 / 99.4 / 264
sequential: 465 / 76.2 / 541
## metrics by stage
stage               hold slack (ps)  util (%)  instances  setup WS, ps  area (um2)
CTS                             408      16.6        141         -1.77         863
global placement                510      15.2        134           145         793
floorplan                      44.4         -         53           587         586
global route                    417      16.8        141          6.17         873
detailed placement              521      15.2        134           155         793
finish                          396      16.8        141          79.0         873
## what timing repair did
item,in CTS,in global routing
gates resized,3,4
pin swaps,0,2
hold endpoints to repair,0,0
endpoints found under the setup margin,6,5
buffers inserted,3,0
## cell families after synthesis
| group | share of synthesized area [%] |
|---|---|
| buffers and inverters | 7.91 |
| xor gates and xnor gates | 5.98 |
| and+or+nand+nor | 10.9 |
| muxes | 9.40 |
| DFF | 52.8 |
| AOI/OAI and AO/OA | 8.76 |
| adders and majority gates | 4.27 |
Power and IR drop assume default switching activity.
